==> flow/config.mk <==
export PLATFORM = sky130hd
export DESIGN_NAME = PasswordLockFSM
export DESIGN_NICKNAME = PasswordLockFSM
export VERILOG_FILES = /design/flow/design.v
export SDC_FILE = /design/flow/constraint.sdc
export NUM_CORES = 4
export LEC_CHECK = 1
export CORE_UTILIZATION = 50
==> flow/constraint.sdc <==
current_design PasswordLockFSM

set clk_period 3.2
set clk_io_pct 0.2

create_clock -name clk0 -period $clk_period [get_ports {clk}]

set non_clock_inputs [all_inputs -no_clocks]
set_input_delay [expr $clk_period * $clk_io_pct] -clock clk0 $non_clock_inputs
set_output_delay [expr $clk_period * $clk_io_pct] -clock clk0 [all_outputs]
==> flow/run.sh <==
#!/bin/bash
# OpenROAD 26Q1-2900-gdf79404cd8, Yosys 0.63+post, stock flow scripts
make -C /OpenROAD-flow-scripts/flow DESIGN_CONFIG=/design/flow/config.mk WORK_HOME=/design/flow/orfs finish
==> flow/design.v <==
`timescale 1ns / 1ps
module PasswordLockFSM (
    input clk,
    input reset,
    input admin_mode,
    input [3:0] key_in,
    input key_valid,
    output reg unlock,
    output reg locked_out,
    output reg error_led,
    output reg [2:0] state   
);
localparam IDLE         = 3'd0,
           INPUT_1      = 3'd1,
           INPUT_2      = 3'd2,
           INPUT_3      = 3'd3,
           INPUT_4      = 3'd4,
           UNLOCKED     = 3'd5,
           LOCKED       = 3'd6;
reg [3:0] stored_password[3:0];  
reg [3:0] user_input[3:0];
reg [1:0] input_index;
reg [1:0] attempt_count;
reg [3:0] lockout_timer;
reg [3:0] timeout_counter;
wire input_timeout = (timeout_counter >= 4'd10);
integer i;
always @(posedge clk or posedge reset) begin
    if (reset) begin
        state <= IDLE;
        unlock <= 0;
        locked_out <= 0;
        error_led <= 0;
        attempt_count <= 0;
        lockout_timer <= 0;
        timeout_counter <= 0;
        stored_password[0] <= 4'b1010;
        stored_password[1] <= 4'b0101;
        stored_password[2] <= 4'b0011;
        stored_password[3] <= 4'b1100;
    end else begin
        timeout_counter <= timeout_counter + 1;
        if (locked_out) begin
            lockout_timer <= lockout_timer - 1;
            if (lockout_timer == 0) begin
                locked_out <= 0;
                attempt_count <= 0;
                state <= IDLE;
            end
        end
        if (!locked_out) begin
            case (state)
                IDLE: begin
                    unlock <= 0;
                    error_led <= 0;
                    input_index <= 0;
                    if (key_valid) begin
                        user_input[0] <= key_in;
                        input_index <= 1;
                        state <= INPUT_1;
                        timeout_counter <= 0;
                    end
                end
                INPUT_1, INPUT_2, INPUT_3: begin
                    if (key_valid) begin
                        user_input[input_index] <= key_in;
                        input_index <= input_index + 1;
                        state <= state + 1;
                        timeout_counter <= 0;
                    end else if (input_timeout) begin
                        state <= IDLE;
                    end
                end
                INPUT_4: begin
                    if (key_valid) begin
                        user_input[3] <= key_in;
                        timeout_counter <= 0;
                        if (admin_mode) begin
                            for (i = 0; i < 4; i = i + 1)
                                stored_password[i] <= user_input[i];
                            state <= IDLE;
                        end else begin
                            if ((user_input[0] == stored_password[0]) &&
                                (user_input[1] == stored_password[1]) &&
                                (user_input[2] == stored_password[2]) &&
                                (user_input[3] == stored_password[3])) begin
                                unlock <= 1;
                                error_led <= 0;
                                state <= UNLOCKED;
                            end else begin
                                attempt_count <= attempt_count + 1;
                                error_led <= 1;
                                unlock <= 0;
                                if (attempt_count == 2) begin
                                    locked_out <= 1;
                                    lockout_timer <= 4'd10;
                                    state <= LOCKED;
                                end else begin
                                    state <= IDLE;
                                end
                            end
                        end
                    end else if (input_timeout) begin
                        state <= IDLE;
                    end
                end
                UNLOCKED: begin
                    unlock <= 0;
                    state <= IDLE;
                end
                LOCKED: begin
                    error_led <= 0;
                    unlock <= 0;
                end
            endcase
        end
    end
end
endmodule
==> flow_metrics.tcl <==
# metrics dict for downstream scripts
set metrics [dict create \
    wl_um 4331 \
    yosysTopAreaCell "dfrtp_1" \
    synth-edff-count 18 \
    setup_viol 0 \
    diodes 0 \
    ir_drop_v 0.0003858 \
    powerDensity_nw_per_um2 849.2 \
    hold_depth 1 \
    yosysWarnings 3 \
    status "finished clean" \
    period_used_pct 83.44 \
    drt_iter0_drc 90 \
    clock.latency.late_pin_ps 300 \
    htree_levels 2 \
    clkPwrFrac_pct 15.2 \
    num_rows 25 \
    synth_cell_type_count 39 \
    min_from "attempt_count[0]$_DFF_PP0_" \
    min_period_ps 2670 \
    dieArea_um2 5232 \
    dp_hpwl_um 3280 \
    yosys-top-cells-count "24 x dfrtp_1, 18 x edfxtp_1, 17 x mux2_2, 17 x xor2_1, 15 x nor2_1" \
    final_cell_area_um2 2766 \
    portBuffers 13 \
    p_total_mw 2.349 \
    hp-class "register to register" \
    ys_cells 204 \
    fin_skew_ps 7.796 \
    top_cell_area_share_pct 24.28 \
    cts_buffers 5 \
    ant_nets 0 \
    drtPass1Iterations 4 \
    power_leakage_nw 1.170 \
    drive_gt1_share_pct 18.10 \
    grt_max_degree 19 \
    drc 0 \
    ios 14 \
    warnings 32 \
    r2r_start "state[0]$_DFF_PP0_" \
    viasPerCell 5.382 \
    gp_congestion 0.8356 \
    grt_remaining_overflow 0 \
    worst_pin_slew_ps 843.5 \
    tns_ps 0 \
    utilization_pct 58.18 \
    ys_chip_area_um2 2474 \
    p_switching_uw 843.2 \
    root_buffer "clkbuf_8" \
    ys_seq_share_pct 54.63 \
    die_y_um 72.34 \
    place_area_um2 2679 \
    antenna_found_initial 0 \
    cts_tree "yes" \
    fillers 391 \
    rsz0062_at_grt "false" \
    area_delta_synth_final_pct 11.84 \
    final-max-slew-violation-count 0 \
    cts_hold_buf 0 \
    final_cells 288 \
    core_region_area_um2 4755 \
    synthArstFlopShare_pct 64.00 \
    ys_seq_elements 50 \
    wl_per_cell_um 15.04 \
    hold_viol 0 \
    startpoint "state[0]$_DFF_PP0_" \
    slew_headroom_pct 43.65 \
    avgSynthCellArea_um2 12.13 \
    holdWs_ps 477.5 \
    dp_cells 280 \
    die_w_um 72.34 \
    critPathRequiredTime_ps 3140 \
    critPathLaunchType "register" \
    ff_type "dfrtp_1" \
    p_seq_share_pct 47.2 \
    combPwrFrac_pct 37.6 \
    pre_cts_ws_ps 389.8 \
    vias 1550 \
    clk_pin_slew_ps 90 \
    syn_inst 204 \
    top_cell "dfrtp_1" \
    ys_top_cells_by_area "dfrtp_1 24%, edfxtp_1 22%, dfstp_2 8.5%, mux2_2 7.7%, ha_1 6.6%" \
    grt_pass1_wl_um 7279 \
    path_class "register to register" \
    cts_resized 0 \
    p_int_mw 1.506 \
    fp_util_pct 52.03 \
    maxCapViolations 0 \
    crit_fanout 12 \
    syn-cell-area_um2 2474 \
    cts_setup_buffers 0 \
    grt_pass1_vias 1564 \
    rr_worst_depth 6 \
    cts_buffer_depth 2 \
    swShare_pct 35.89 \
    layout_setup_ws_ps 529.8 \
    endpoint_kind "register" \
    crit_arrival_ps 2610 \
    max_freq_mhz 374.5 \
    cts_sinks 50 \
    grt_usage_pct 19.25 \
]
[kinds of logic after synthesis]
group,Yosys count,share of synthesized area (%)
xor+xnor,20,7.082
simple gates,54,12.54
mux,19,8.548
fa+ha+maj,13,6.576
buf+inv,20,3.085
compound gates,28,7.537
flops,50,54.63
[power by group through the flow]
stage | combinational [mW] | sequential [mW] | clock [mW]
after CTS | 0.891 | 1.11 | 0.369
after global routing | 1.00 | 1.14 | 0.398
final | 0.884 | 1.11 | 0.357
[sequential cells by signal, summed over array words and instances (netlist names)]
register,cells
unlock,1
locked_out,1
attempt_count,2
error_led,1
lockout_timer,4
input_index,2
stored_password,16
user_input,16
timeout_counter,4
state,3
[cells in the final DEF, fill, tap and decap left out, drive strengths merged, types with 2 or more instances in the layout]
master / Yosys / layout
nor3: 4 / 4
nor4: 5 / 5
nor2b: 2 / 2
clkbuf: 5 / 6
dfrtp: 24 / 24
edfxtp: 18 / 18
clkinvlp: 0 / 2
o31a: 2 / 2
a22oi: 2 / 2
and2: 2 / 2
o21bai: 2 / 2
nor2: 15 / 15
xnor2: 3 / 3
mux2i: 2 / 2
and3: 2 / 2
nand3: 5 / 5
inv: 14 / 14
ha: 13 / 13
nand2: 11 / 11
clkdlybuf4s50: 0 / 13
dfstp: 8 / 8
xor2: 17 / 17
o21ai: 8 / 8
a21oi: 6 / 6
mux2: 17 / 17
nand4: 4 / 4
buf: 1 / 2
nand2b: 2 / 2
[critical path: stages, from the launching register on]
cell and delay [ps]:
dfrtp_1 440, inv_1 140, ha_1 260, nor2_1 130, o21bai_1 690, a21oi_1 160, nor3_1 480
[metal layers]
metal,global-route usage [%],vias up,share of wire [%]
met3,4.930,6,4.1
met5,0,-,0
met2,31.57,28,49
met1,28.70,761,45
met4,1.743,0,1.2
li1,-,755,-
[final timing paths]
check | end | slack [ps]
worst max-delay path | user_input[0][1]$_DFFE_PP_ | 530
worst min-delay path | attempt_count[0]$_DFF_PP0_ | 480
worst max register to register | user_input[0][1]$_DFFE_PP_ | 530
worst min register to register | attempt_count[0]$_DFF_PP0_ | 480
max in group asynchronous | state[0]$_DFF_PP0_ | 1690
min in group asynchronous | stored_password[3][1]$_DFFE_PP0P_ | 850
[cell type report]
cell class | instances | area (um^2) | share of cell area, %
repair buffers | 15 | 145.1 | 5.246
flip-flops and latches | 50 | 1351 | 48.85
well taps | 67 | 83.83 | 3.030
clock buffers | 6 | 72.57 | 2.623
clock inverters | 2 | 15.01 | 0.5427
inverters | 14 | 52.55 | 1.900
multi-input cells | 134 | 1046 | 37.81
